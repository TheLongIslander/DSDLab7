**config.mk**
```make
export PLATFORM = sky130hd
export DESIGN_NAME = top
export DESIGN_NICKNAME = top
export VERILOG_FILES = /design/flow/design.v
export SDC_FILE = /design/flow/constraint.sdc
export NUM_CORES = 4
export LEC_CHECK = 1
export CORE_UTILIZATION = 50
```
**constraint.sdc**
```tcl
current_design top

set clk_period 11.0
set clk_io_pct 0.2

create_clock -name clk0 -period $clk_period [get_ports {clk}]

set non_clock_inputs [all_inputs -no_clocks]
set_input_delay [expr $clk_period * $clk_io_pct] -clock clk0 $non_clock_inputs
set_output_delay [expr $clk_period * $clk_io_pct] -clock clk0 [all_outputs]
```
**design.v**
```verilog
module ALU (
    input logic [31:0] SrcA,       
    input logic [31:0] SrcB,       
    input logic [2:0] ALUControl,  
    output logic [31:0] ALUResult  
);
    always_comb begin
        case (ALUControl)
            3'b010: ALUResult = SrcA + SrcB;  
            3'b110: ALUResult = SrcA - SrcB;  
            default: ALUResult = 32'b0;       
        endcase
    end
endmodule
module MUX_ALUSrc(
    input logic ALUSrc,             
    input logic [31:0] RD2,         
    input logic [31:0] SignImm,     
    output logic [31:0] ALUSrc_out  
);
    assign ALUSrc_out = ALUSrc ? SignImm : RD2;
endmodule
module MUX_MemtoReg(
    input logic MemtoReg,           
    input logic [31:0] ALUResult,   
    input logic [31:0] RD,          
    output logic [31:0] MemtoReg_out  
);
    assign MemtoReg_out = MemtoReg ? RD : ALUResult;
endmodule
module MUX_RegDst(
	input logic RegDst,
	input logic [31:0] rt,
	input logic [31:0] rd,
	output logic [31:0] RegDst_out
);
	assign RegDst_out= RegDst ? rd : rt;
endmodule
module data_memory(
    input logic clk,           
    input logic rst,           
    input logic [31:0] A,      
    input logic [31:0] WD,     
    input logic WE,            
    output logic [31:0] RD,    
    output logic [31:0] prode  
);
    logic [31:0] memory [0:255];
    initial begin
        for (int i = 0; i < 256; i++)
            memory[i] = 32'd0;
    end
    assign prode = memory[A[7:0]];
    assign RD = memory[A[7:0]];
    always_ff @(posedge clk or negedge rst) begin
        if (!rst) begin
            for (int i = 0; i < 256; i++) begin
                memory[i] <= 32'd0;
            end
        end else if (WE) begin
            memory[A[7:0]] <= WD;
        end
    end
endmodule
module display (
    input logic [31:0] data_in,     
    output logic [6:0] segments     
);
    logic [3:0] digit;              
    assign digit = data_in[3:0];    
    always_comb begin
        case (digit)
            4'h0: segments = 7'b1000000;  
            4'h1: segments = 7'b1111001;  
            4'h2: segments = 7'b0100100;  
            4'h3: segments = 7'b0110000;  
            4'h4: segments = 7'b0011001;  
            4'h5: segments = 7'b0010010;  
            4'h6: segments = 7'b0000010;  
            4'h7: segments = 7'b1111000;  
            4'h8: segments = 7'b0000000;  
            4'h9: segments = 7'b0010000;  
            4'hA: segments = 7'b0001000;  
            4'hB: segments = 7'b0000011;  
            4'hC: segments = 7'b1000110;  
            4'hD: segments = 7'b0100001;  
            4'hE: segments = 7'b0000110;  
            4'hF: segments = 7'b0001110;  
            default: segments = 7'b1111111;  
        endcase
    end
endmodule
module register_file (
    input logic clk,
    input logic rst,          
    input logic [4:0] A1, A2, A3,  
    input logic [31:0] WD3,
    input logic WE3,
    output logic [31:0] RD1,
    output logic [31:0] RD2,
    output logic [31:0] prode   
);
    logic [31:0] rf_regs [0:31];
    always_ff @(posedge clk or negedge rst) begin
        if (!rst) begin
            for (int i = 0; i < 32; i++) begin
                rf_regs[i] <= i;
            end
        end else if (WE3) begin
            rf_regs[A3] <= WD3;   
        end
    end
    assign RD1 = rf_regs[A1];
    assign RD2 = rf_regs[A2];
    assign prode = rf_regs[1];
endmodule
module sign_extend(
	input logic [15:0] Imm,
	output logic [31:0] SignImm
);
	assign SignImm= {{16{Imm[15]}}, Imm};
endmodule
module top(
    input logic clk,                    
    input logic rst,                    
    input logic [1:0] sw,               
    output logic [31:0] ALUResult,      
    output logic [31:0] RD1, RD2,       
    output logic [31:0] prode_register_file,  
    output logic [31:0] prode_data_mem,       
    output logic [6:0] display_led      
);
    logic [31:0] inst_0 = 32'b0;  
    logic [31:0] inst_1 = 32'b100100_01000_00010_00001_0000_0000_000;  
    logic [31:0] inst_2 = 32'b101100_01000_00011_00001_0000_0000_000;  
    logic [31:0] inst_ex;  
    assign inst_ex = (sw == 1) ? inst_1 : (sw == 2) ? inst_2 : inst_0;  
    logic [31:0] SignImm, MemtoReg_out, ALUSrc_out, DataMem_out;  
    logic [4:0] RegDst_out;  
    register_file r_f(
        .clk(clk),
        .rst(rst),
        .A1(inst_ex[25:21]),         
        .A2(inst_ex[20:16]),         
        .A3(inst_ex[15:11]),         
        .WD3(ALUResult),             
        .WE3(1),                     
        .RD1(RD1),                   
        .RD2(RD2),                   
        .prode(prode_register_file)  
    );
    ALU t1(
        .SrcA(RD1),                   
        .SrcB(RD2),                   
        .ALUControl(inst_ex[29:27]),  
        .ALUResult(ALUResult)         
    );
    data_memory d_mem(
        .clk(clk),
        .rst(rst),
        .A(ALUResult),                
        .WD(RD2),                     
        .WE(inst_ex[31:26] == 6'b010100),  
        .RD(DataMem_out),             
        .prode(prode_data_mem)        
    );
    sign_extend s_extend(
        .Imm(inst_ex[15:0]),          
        .SignImm(SignImm)             
    );
    MUX_RegDst mux_regdst(
        .RegDst(inst_ex[31:26] == 6'b010101),  
        .rt(inst_ex[20:16]),                   
        .rd(inst_ex[15:11]),                   
        .RegDst_out(RegDst_out)                
    );
    MUX_ALUSrc mux_alusrc(
        .ALUSrc(1'b1),                 
        .RD2(RD2),                     
        .SignImm(SignImm),             
        .ALUSrc_out(ALUSrc_out)        
    );
    MUX_MemtoReg mux_memtoreg(
        .MemtoReg(inst_ex[31:26] == 6'b010101),  
        .ALUResult(ALUResult),                   
        .RD(DataMem_out),                        
        .MemtoReg_out(MemtoReg_out)              
    );
    display t2(
        .data_in(prode_register_file),  
        .segments(display_led)          
    );
endmodule
```
**run.sh**
```bash
#!/bin/bash
# OpenROAD 26Q1-2900-gdf79404cd8, Yosys 0.63+post, stock flow scripts
make -C /OpenROAD-flow-scripts/flow DESIGN_CONFIG=/design/flow/config.mk WORK_HOME=/design/flow/orfs finish
```
==> results_dict.tcl <==
# place-and-route summary
set metrics [dict create \
    tritoncts "done" \
    critical_path_class "input pin to primary output" \
    async_flop_share_pct 100.0 \
    ys_area_mm2 0.005682 \
    end_kind "primary output" \
    dp_slack_ps 1506 \
    reg2reg_depth 14 \
    grt_pass1_vias 4772 \
    clkSinkCount 64 \
    core_mm2 0.01094 \
    avgSynthCellArea_um2 7.880 \
    place_hpwl_um 12050 \
    skew_ps 4.217 \
    leakage_nw 3.551 \
    fmax_mhz 104.9 \
    edf_count 0 \
    root_buffer "clkbuf_16" \
    fp_util_pct 51.96 \
    via_count 5245 \
    dr.pass1.iters 5 \
    drtIter0Drc 462 \
    crit_cells 20 \
    cp-start-kind "input pin" \
    cts-buffers-inserted 9 \
    warnings 33 \
    crit_chain "clkdlybuf4s50_1, ha_1, buf_4, inv_1, o21ai_0, inv_1, ha_1, a21boi_0, a21oi_1, a31oi_1, xor2_1, ha_1, nand2_1, a21boi_0, or2_2, a21oi_1, o221ai_1, xnor2_1, nor2_1, clkdlybuf4s50_1" \
    worst_ep_required_time_ps 8800 \
    ys_warn_count 11 \
    antennaDiodeCount 0 \
    fa_ha_area_share_pct 9.161 \
    worstSkewPairLatency_ps 340 \
    ys_types 57 \
    path_delay_family "AND-OR/OR-AND gates" \
    maxSlewHeadroom_pct 46.29 \
    clk_pin_slew_worst_paths_ps 50 \
    wl_per_cell_um 15.68 \
    grt_overflow 0 \
    worst_slack_ps 1471 \
    ant_nets 0 \
    rows 38 \
    critPathSlowestCell "clkdlybuf4s50_1" \
    fin_crit_sh_pct 86.63 \
    timing.final.crit_period_ps 9529 \
    rsz0062_at_grt "false" \
    synthTopCellsByArea "dfrtp_1, ha_1, xnor2_1" \
    gp_congestion 0.9530 \
    antenna_found_initial 0 \
    cp_common_cell "ha_1" \
    cts_hold_buf 0 \
    ff_type "dfrtp_1" \
    ys_ff 64 \
    slew_viol_final 0 \
    ys_seq_share_pct 28.21 \
    viasPerCell 5.341 \
    port_buffers 138 \
    status "complete, no violations" \
    hold_violations 0 \
    critical_path_buf_inv_count 5 \
    final_util_pct 67.24 \
    mux_share_pct 1.101 \
    compound_area_share_pct 19.82 \
    synth.logic.top_family "simple AND/OR/NAND/NOR gates" \
    grt_max_degree 85 \
    irDropWorstVdd_v 0.0001103 \
    setup_tns_ps 0 \
    largest_reg_flops 64 \
    cts_max_path_buffers 2 \
    drive_gt1_share_pct 4.276 \
    top_register "r_f.rf_regs" \
    hold_path_class "flip-flop to flip-flop" \
    ys_cells 721 \
    largest_registers "r_f.rf_regs: 64 flops" \
    path_max_fanout 29 \
    power_density_mw_per_mm2 120.0 \
    slowest_delay_ps 520 \
    cts_resized 0 \
    grt_pass1_wl_um 24310 \
    top_cell_area_share_pct 27.75 \
    synth.cellmix.simpleShare_pct 25.19 \
    syn_area_mm2 0.005682 \
    grtUsageTotal_pct 27.06 \
    cap_violations 0 \
    syn_to_final_growth_pct 29.42 \
    post-route-drc-count 0 \
    chipWidth_um 108.6 \
    pin_count 171 \
    fp.dieH_um 108.6 \
    postSynthCellCount 721 \
    post-cts-setup-buffers 0 \
    final-setup-viol-count 0 \
    cp.arrival_ps 7330 \
    synth-xor-area-share_pct 7.399 \
    wl_um 15400 \
    htreeDepth 3 \
    worst_pin_slew_ps 805.7 \
    die_area_mm2 0.01179 \
    yosys.area.top_type "dfrtp_1" \
    hold_depth 1 \
]
-- metal layers --
metal,wire (um),global-route usage [%]
met1,7848,45.56
met2,6321,37.16
met5,0,0
met3,1025,5.276
met4,200,3.764
-- stage by stage --
step	hold slack, ps	cells	power, mW	instance area [um2]
finish	475.2	982	0.8821	7353
global route	481.5	982	0.9352	7353
CTS	479.5	982	0.8880	7353
detailed placement	467.7	966	0.5649	7017
global placement	461.6	966	0.5582	7017
floorplan	429.5	752	0.4272	5798
-- cell type report --
class | count | area (um2)
inverter | 37 | 138.9
fill | 850 | 3582
timing repair buffer | 142 | 1406
clock buffer | 10 | 229.0
multi-input combinational | 583 | 3694
tap | 140 | 175.2
clock inverter | 6 | 107.6
sequential | 64 | 1603
-- worst paths after layout --
check / start / end / slack (ps)
max in group asynchronous: rst / r_f.rf_regs[0][27]$_DFFE_PN0N_ / 8430
min in group asynchronous: rst / r_f.rf_regs[1][2]$_DFFE_PN0P_ / 2050
setup / recovery: sw[1] / ALUResult[25] / 1470
hold reg to reg: r_f.rf_regs[1][21]$_DFFE_PN0P_ / r_f.rf_regs[1][21]$_DFFE_PN0P_ / 480
hold / removal: r_f.rf_regs[1][21]$_DFFE_PN0P_ / r_f.rf_regs[1][21]$_DFFE_PN0P_ / 480
setup reg to reg: r_f.rf_regs[0][13]$_DFFE_PN0N_ / r_f.rf_regs[1][28]$_DFFE_PN0P_ / 6630
-- cell families after synthesis --
kind of cell | Yosys count
muxes | 6
other | 1
AOI/OAI and AO/OA | 177
and+or+nand+nor | 279
adders and majority gates | 41
DFF | 64
buffers and inverters | 105
xor gates and xnor gates | 48
-- power by group --
group          leakage [nW]  switching (mW)  internal, mW
Sequential            0.824          0.0226         0.261
Combinational          2.56           0.122         0.158
Clock                 0.162          0.0991         0.220
Total                  3.55           0.243         0.639
-- Yosys cell counts, drive strengths merged (6+ instances only) --
master	count
nor3	14
buf	35
xor2	13
a31oi	12
o211ai	7
o21a	6
xnor2	35
nor2	68
ha	40
nand2	55
nand4	8
a21boi	6
nand3	13
and2	46
clkbuf	33
a21oi	48
o21ai	41
inv	37
nor2b	42
dfrtp	63
nand2b	12
a21o	34
-- placed cells by master, fill, tap and decap left out, types with 35 or more instances in the layout --
cell,n
nand2_1,55
dfrtp_1,63
xnor2_1,35
nor2b_1,42
clkdlybuf4s50_1,137
ha_1,39
inv_1,37
and2_1,46
o21ai_0,39
a21oi_1,47
nor2_1,68
Power and IR drop assume default switching activity.
